### run.sh
#!/bin/bash
# OpenROAD 26Q1-2900-gdf79404cd8, Yosys 0.63+post, stock flow scripts
make -C /OpenROAD-flow-scripts/flow DESIGN_CONFIG=/design/flow/config.mk WORK_HOME=/design/flow/orfs finish
### config.mk
export PLATFORM = sky130hd
export DESIGN_NAME = junction_3way
export DESIGN_NICKNAME = junction_3way
export VERILOG_FILES = /design/flow/design.v
export SDC_FILE = /design/flow/constraint.sdc
export NUM_CORES = 4
export LEC_CHECK = 1
export CORE_UTILIZATION = 30
### constraint.sdc
current_design junction_3way

set clk_period 4.4
set clk_io_pct 0.2

create_clock -name clk0 -period $clk_period [get_ports {clk}]

set non_clock_inputs [all_inputs -no_clocks]
set_input_delay [expr $clk_period * $clk_io_pct] -clock clk0 $non_clock_inputs
set_output_delay [expr $clk_period * $clk_io_pct] -clock clk0 [all_outputs]
### design.v
`timescale 1ns / 1ps
module junction_3way(
    input logic clk, rstn, 
    output logic R1, R2, R3, R4, R5, R6, 
           A1, A2, A3, A4, A5, A6, 
           G1, G2, G3, G4, G5, G6
);
    typedef enum logic [3:0] {
        RA_S1, G_S1, A_S1, R_S1, 
        RA_S2, G_S2, A_S2, R_S2, 
        RA_S3, G_S3, A_S3, R_S3
    } state_t;
    state_t state;
    logic [31:0] count;
    always_ff @(posedge clk or negedge rstn) begin
        if (!rstn) begin
            {R1, R2, R3, R4, R5, R6, 
             A1, A2, A3, A4, A5, A6, 
             G1, G2, G3, G4, G5, G6} <= '0;
            state <= G_S1;
            count <= 0;
        end else begin
            case(state)
                G_S1: begin
                    if (count[31]) begin
                        state <= A_S1;
                        count <= 0;
                    end else begin
                        count <= count + 1;
                    end
                    {R1, G2, R3, R4, G5, G6} <= '1;
                    {A1, G1, R2, A2, A3, G3, A4, G4, R5, A5, R6, A6} <= '0;
                end
                A_S1: begin
                    if (count[26]) begin
                        state <= R_S1;
                        count <= 0;
                    end else begin
                        count <= count + 1;
                    end
                    {R1, A2, R3, R4, A5, G6} <= '1;
                    {A1, G1, R2, G2, A3, G3, A4, G4, R5, G5, R6, A6} <= '0;
                end
                R_S1: begin
                    if (count[26]) begin
                        state <= RA_S2;
                        count <= 0;
                    end else begin
                        count <= count + 1;
                    end
                    {R1, R2, R3, R4, R5, G6} <= '1;
                    {A1, G1, A2, G2, A3, G3, A4, G4, A5, G5, R6, A6} <= '0;
                end
                RA_S2: begin
                    if (count[26]) begin
                        state <= G_S2;
                        count <= 0;
                    end else begin
                        count <= count + 1;
                    end
                    {R1, R2, R3, A3, R4, A4, R5, G6} <= '1;
                    {A1, G1, A2, G2, G3, G4, A5, G5, R6, A6} <= '0;
                end
                G_S2: begin
                    if (count[31]) begin
                        state <= A_S2;
                        count <= 0;
                    end else begin
                        count <= count + 1;
                    end
                    {R1, R2, G3, G4, R5, G6} <= '1;
                    {A1, G1, A2, G2, R3, A3, R4, A4, A5, G5, R6, A6} <= '0;
                end
                A_S2: begin
                    if (count[26]) begin
                        state <= R_S2;
                        count <= 0;
                    end else begin
                        count <= count + 1;
                    end
                    {R1, R2, G3, G4, R5, G6} <= '1;
                    {A1, G1, A2, G2, R3, A3, R4, A4, A5, G5, R6, A6} <= '0;
                end
                R_S2: begin
                    if (count[26]) begin
                        state <= RA_S3;
                        count <= 0;
                    end else begin
                        count <= count + 1;
                    end
                    {R1, R2, G3, R4, R5, R6} <= '1;
                    {A1, G1, A2, G2, R3, A3, A4, G4, A5, G5, A6, G6} <= '0;
                end
                RA_S3: begin
                    if (count[26]) begin
                        state <= G_S3;
                        count <= 0;
                    end else begin
                        count <= count + 1;
                    end
                    {R1, A1, R2, A2, G3, R4, R5, R6} <= '1;
                    {G1, G2, R3, A3, A4, G4, A5, G5, A6, G6} <= '0;
                end
                G_S3: begin
                    if (count[31]) begin
                        state <= A_S3;
                        count <= 0;
                    end else begin
                        count <= count + 1;
                    end
                    {G1, G2, G3, R4, R5, R6} <= '1;
                    {R1, A1, R2, A2, R3, A3, A4, G4, A5, G5, A6, G6} <= '0;
                end
                A_S3: begin
                    if (count[26]) begin
                        state <= R_S3;
                        count <= 0;
                    end else begin
                        count <= count + 1;
                    end
                    {A1, G2, A3, R4, R5, R6} <= '1;
                    {R1, G1, R2, A2, R3, G3, A4, G4, A5, G5, A6, G6} <= '0;
                end
                R_S3: begin
                    if (count[26]) begin
                        state <= RA_S1;
                        count <= 0;
                    end else begin
                        count <= count + 1;
                    end
                    {R1, G2, R3, R4, R5, R6} <= '1;
                    {A1, G1, R2, A2, A3, G3, A4, G4, A5, G5, A6, G6} <= '0;
                end
                RA_S1: begin
                    if (count[26]) begin
                        state <= G_S1;
                        count <= 0;
                    end else begin
                        count <= count + 1;
                    end
                    {R1, G2, R3, R4, R5, A5, R6, A6} <= '1;
                    {A1, G1, R2, A2, A3, G3, A4, G4, G5, G6} <= '0;
                end
            endcase
        end
    end
endmodule
==> run notes <==
Physical implementation

The met3 usage in global routing is 0.0167. Setup repair after global routing left no endpoint under its margin. In the global route stage, met1 resource usage came out at 0.217. The register containing the most flip-flops in the final layout is count. The total power draw is 1.02 mW. The core region is 9770 sq um. The post-layout instance area is 3500 sq um. According to the I/O placement log, the pin count is 20.

The worst slew slack as a fraction of its limit is 0.609. The cell chosen for the clock root is clkbuf_8. Leaving out filler cells and counting taps, the final layout contains 464. The first global-routing pass estimated 10,700 um of wire.

The number of clock buffers inserted by TritonCTS is 9. The number of endpoints with negative hold slack in the final report is 0. Note, the detailed placer reported a final HPWL of 4030 um. The top cell type in the final layout, fill and taps aside, is dfrtp_1.

Yosys mapped a number of flops with a built-in enable equal to 0. The synthesized netlist was found by Yosys to have 307 cells. The effective utilization at floorplan is 0.309. The number of warnings printed during yosys synthesis is 1. OpenROAD emitted warnings numbering 25. In the synthesis report, Yosys lists the chip area as 3020 sq um. The area taken by multi-input logic gates is 1380 sq um.

The H-tree generated during clock tree synthesis spans 3 levels. For the worst-skew pair, the clock arrives at the later sink with an insertion delay of 0.33 ns. Summing all flip-flop and latch instances after layout gives 1550 sq um.

The run finished with clean final reports. The overall track demand over capacity in global routing is 0.131. The timing report gives the clock slew at the launch and capture registers of the worst setup and hold paths as 0.06 ns. The vertical extent of the die is 102 um. The number of flip-flops in the largest register is 32. In the final layout, the registers with the most flip-flops are count: 32 flops, state: 6 flops. The library cells used most frequently in the layout, excluding fill and tap cells, are 61 x dfrtp_1, 55 x nor2_1, 25 x nand2_1. The run reported a max-capacitance violation count of 0. Counting every instance in the synthesized netlist gives 307. For this run, the detailed router's first-pass iteration total came to 4. The mean cell area of the mapped netlist is 9.84 sq um.

Counting flops and latches in the post-synthesis netlist gives 62. The routed wire length per instance is 13.1 um. The CTS tree is done. The maximum fanout along the worst path is 7.

The power density of the placed cells is 290 nW/um^2. The type of destination of the critical path is a flip-flop. The initial DRC count is 103. Per the OpenROAD floorplan log, the width of the die is 102 um. The required time of the critical path is 4.65 ns.

The top achievable clock speed is 0.431 GHz. The sequential-to-total area share from yosys stat is 0.514. The number of cells upsized or downsized after cts is 0. Post-CTS timing repair inserted 0 buffers for setup. In the global route stage, met2 resource usage came out at 0.192. The shortest period the worst path allows is 2.32 ns. Once routing completed, OpenROAD measured the worst setup slack at 2.08 ns. The initial antenna violation count was 0. For this run, asynchronously set or reset flops after synthesis account for 1.00. Once placement completed, the tool counted placed cells totaling 449.

Per the final report, max-transition violations number 0. The transition time recorded at the tightest slew-check pin is 0.586 ns. The total wirelength of the detailed-routed design is 6100 um. The clock drives 62 sinks. In this run the remaining antenna-violating nets after routing total 0. The share of the core filled with cells is 0.359. The via count of the first global-routing pass is 2,201. The startpoint class of the critical path is a flip-flop.

The critical path is of the flip-flop to flip-flop type. In this run, post-CTS hold repair placed 0 buffers. The reported leakage power is 1.61 nW. The gate-level netlist out of Yosys references 39 unique cell types. Per the layout report, the design carries 980 filler cells. The chip area is 10,500 sq um. The placed instance area is 3340 sq um. Of the available clock period, the critical path in the final layout requires 0.528. For this run, the final setup violation count is recorded as 0. The aggregate negative setup slack is 0 ns.

The tightest hold path in the finished design has a slack of 0.494 ns. The total DRC errors in the routed layout is 0. Relative to the synthesized area, the layout overhead comes to 16.0%. The number of antenna cells inserted is 0. The kind of path behind the tightest hold check is flip-flop to flip-flop.

Summed over all layers, the global routing overflow is 0. The final clock skew is 0.00316 ns. Looking at the cell usage after synthesis, the top flip-flop cell is dfrtp_1.

In the final layout, the share of cells above drive strength 1 is 0.0876. The clock passes through at most 2 buffers. The via density per instance is 4.92. The standard-cell row count is 36. The final weighted congestion recorded by global placement is 0.830. The total standard cell area after synthesis is 3020 sq um.

At the placement stage, the worst setup path has a slack of 2.11 ns. Looking at the VDD voltage map, the peak drop is 93.6 uV. Entering global routing, the biggest net connects 38 pins.

met1 is the most crowded layer. The overall via count from detail_route is 2,283. The arrival time at the worst endpoint is 2.57 ns. The number of buffers inserted by port buffering is 19.
kinds of logic (layout without fill, tap and decap cells):
| kind of cell | after synthesis | in the layout | share of synthesized area |
|---|---|---|---|
| AND-OR/OR-AND | 32 | 32 | 0.0733 |
| multiplexers | 8 | 8 | 0.0290 |
| AND/OR/NAND/NOR | 159 | 159 | 0.277 |
| buffers and inverters | 20 | 44 | 0.0282 |
| XOR/XNOR | 23 | 23 | 0.0667 |
| flip-flops | 62 | 62 | 0.514 |
| adder cells (fa/ha/maj) | 3 | 3 | 0.0124 |
worst paths after layout:
kind                       startpoint         to  slack, ns  cells after the start
max                          count[0]  count[26]       2.08                      9
min                                R5         R5       0.49                      2
max reg2reg                  count[0]  count[26]       2.08                      9
min reg2reg                        R5         R5       0.49                      2
max in group asynchronous        rstn   state[0]       2.95                      2
min in group asynchronous        rstn  count[13]       0.54                      1
cell usage after synthesis, drive strengths merged, types with 8 or more instances:
library cell	number	area share
dfrtp	61	0.51
nor2	55	0.068
nand2	25	0.031
xor2	22	0.064
nand3	21	0.043
nand4	18	0.037
nor3	12	0.020
buf	8	0.013
nor4	8	0.031
o21ai	8	0.013
or3	8	0.017
critical path: stages, from the launching register on:
cell	delay, ns
dfrtp_1	0.40
ha_1	0.29
nand3_1	0.15
nor4_4	0.35
nand3_1	0.24
nor2_1	0.16
ha_1	0.24
nor4_1	0.25
a21oi_1	0.06
o21ai_0	0.08
area by class of cell:
cell class / instances / share of cell area
inverters: 7 / 0.00750
multi-input cells: 225 / 0.395
repair buffers: 22 / 0.0593
clock buffers: 14 / 0.0464
well taps: 133 / 0.0475
flip-flops and latches: 62 / 0.443
clock inverters: 1 / 0.00143
where the power goes:
group | total (mW) | switching (mW) | internal [mW]
logic | 0.0117 | 0.0109 | 0.000879
clock network | 0.434 | 0.202 | 0.232
registers | 0.570 | 0 | 0.570
per-layer routing:
layer  vias up  wire [um]
met5         -          0
met3        10        157
li1       1134          -
met1      1111       3120
met2        28       2710
met4         0        111
Power and IR drop assume default switching activity.
