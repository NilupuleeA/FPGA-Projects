## /design/flow/config.mk

```make
export PLATFORM = sky130hd
export DESIGN_NAME = CLA_high
export DESIGN_NICKNAME = CLA_high
export VERILOG_FILES = /design/flow/design.v
export SDC_FILE = /design/flow/constraint.sdc
export NUM_CORES = 4
export LEC_CHECK = 1
export CORE_UTILIZATION = 30
```

## /design/flow/constraint.sdc

```tcl
current_design CLA_high

set clk_period 2.2
set clk_io_pct 0.2

create_clock -name clk0 -period $clk_period [get_ports {clk}]

set non_clock_inputs [all_inputs -no_clocks]
set_input_delay [expr $clk_period * $clk_io_pct] -clock clk0 $non_clock_inputs
set_output_delay [expr $clk_period * $clk_io_pct] -clock clk0 [all_outputs]
```

## /design/flow/design.v

```verilog
module CLA (
    input logic clk,
    input logic reset,
    input logic [7:0] number1,
    input logic [7:0] number2,
    input logic cin,
    output logic [7:0] sum,
    output logic cout
);
    logic p [7:0];
    logic g [7:0];
    logic c [8:0];
    always_ff @( posedge clk ) begin
        integer i;
        for (i=0; i<8; i=i+1) begin
            p[i] <= number1[i] & number2[i];
            g[i] <= number1[i] ^ number2[i];
        end
    end
    always_ff @( posedge clk ) begin
        c[0] <= cin;
        c[1] <= p[0] | g[0]&cin;
        c[2] <= p[1] | g[1]&(p[0] | g[0]&cin);
        c[3] <= p[2] | g[2]&(p[1] | g[1]&(p[0] | g[0]&cin));
        c[4] <= p[3] | g[3]&(p[2] | g[2]&(p[1] | g[1]&(p[0] | g[0]&cin)));
        c[5] <= p[4] | g[4]&(p[3] | g[3]&(p[2] | g[2]&(p[1] | g[1]&(p[0] | g[0]&cin))));
        c[6] <= p[5] | g[5]&(p[4] | g[4]&(p[3] | g[3]&(p[2] | g[2]&(p[1] | g[1]&(p[0] | g[0]&cin)))));
        c[7] <= p[6] | g[6]&(p[5] | g[5]&(p[4] | g[4]&(p[3] | g[3]&(p[2] | g[2]&(p[1] | g[1]&(p[0] | g[0]&cin))))));
        c[8] <= p[7] | g[7]&(p[6] | g[6]&(p[5] | g[5]&(p[4] | g[4]&(p[3] | g[3]&(p[2] | g[2]&(p[1] | g[1]&(p[0] | g[0]&cin)))))));
        cout <= c[8];
    end
    always_ff @( posedge clk ) begin 
        integer i;
        for (i=0; i<8; i=i+1) begin
            sum[i] <= number1[i]^number2[i]^c[i];
        end
    end
endmodule
module CLA_high(
    input logic  clk,
    input logic  reset,
    input logic  [31:0] number1,
    input logic  [31:0] number2,
    input logic  cin,
    output logic  [31:0] sum,
    output logic  cout
);
    logic [4:0] c;
    always_ff @( posedge clk ) begin 
        c[0] <= cin;
    end
    genvar i;
    for (i=0; i<4; i=i+1)
        CLA device(
            .number1(number1[i*8 +:8]),
            .number2(number2[i*8 +:8]),
            .clk(clk),
            .reset(reset),
            .cin(c[i]),
            .sum(sum[i*8 +:8]),
            .cout(c[i+1])
        );
endmodule
```

## /design/flow/run.sh

```bash
#!/bin/bash
# OpenROAD 26Q1-2900-gdf79404cd8, Yosys 0.63+post, stock flow scripts
make -C /OpenROAD-flow-scripts/flow DESIGN_CONFIG=/design/flow/config.mk WORK_HOME=/design/flow/orfs finish
```

==> summary.txt <==
chip area: 13,000 sq um
Tot Pwr: 6350 uW
first-pass GRT wire length: 9.81 mm
clock slew at reported path FFs: 50 ps
TNS Setup: 0 ps
GRT Total Usage: 9.87%
Max Freq: 0.611 GHz
YS chip area: 3770 sq um
Final ANT Viol Nets: 0
WP data arrival: 1200 ps
Hold EP: genblk1[2].device.cout$_DFF_P_
Core ar.: 12,100 sq um
# Cells Yosys: 253
Die X: 114 microns
Max VDD drop: 0.000528 V
largest net degree at the start of global routing: 17
HP Class: reg -> reg
top layer in use: met4
reg-to-reg startpoint: genblk1[1].device.g[0]$_DFF_P_
DP HPWL: 3.97 mm
number of instances in the placed design: 517
r2r setup slk: 770 ps
CP cell instances: clkdlybuf4s50_1
CP top delay family: buffers and inverters
Final Max Slew Viols: 0
FP Core Util: 31.1%
Sink Count: 133
worst skew pair latency: 400 ps
Slowest-stage cell, CP: clkdlybuf4s50_1
share of cells above drive strength 1: 10.2%
final non-filler cell total: 549
worst endpoint required time: 1760 ps
tool warning count: 26
DR pass1 iterations: 4
Post-CTS Setup Inserts: 0
Port Buf Inserts: 97
cts bufs inserted: 17
initial antenna violation count: 0
Cell Pwr Density: 1140 nW/um^2
DP Area: 4940 sq um
Max-area cell share: 70.7%
Hold Crit Start: genblk1[2].device.c[8]$_DFF_P_
met2 WL: 2.53 mm
Period Utilization, post-route: 74.4%
final hold violation count: 0
Clock Skew: 5.89 ps
routed len/inst: 10.6 microns
post-route cell area: 5560 sq um
worst hold stages: 0
FF-to-FF End: genblk1[1].device.c[8]$_DFF_P_
Post-Syn Area: 3770 sq um
CP Class: reg -> out
FP Rows: 40
Final Setup Violations: 0
CP Capture Type: output port
Synth cell types: 20
CP peak stage delay: 480 ps
drt total wl: 5.84 mm
cell type with the largest total area: dfxtp_1
RePlAce Congestion: 0.741
cts repair resizes: 0
Met3 Wirelength: 422 microns
status: finished clean
vias in the first global route: 2,089
die height: 114 microns
Buf+Inv Stages, Crit Path: 1
number of I/O pins: 100
dominant logic cell types in the final layout: dfxtp_1, clkdlybuf4s50_1, xor2_1, ha_1, a21o_1
Startpoint Class: register
CTS tree: yes
number of diodes: 0
Top cell excl fill/tap: dfxtp_1
Max-Cap Viols: 0
synth warn: 6
RSZ-0062 raised after global routing: no
critical path peak fanout: 1
WL met1: 2.77 mm
Clock Path Buffers: 2
Iteration-0 DRC Markers: 91
H-tree levels: 4
Via Count: 2,132
Final min period: 1640 ps
cells after synthesis: 253
worst reg2reg path depth: 4
main area contributors: dfxtp_1, ha_1, xor2_1
Via-to-Cell Ratio: 3.88
total gr overflow: 0
Seq share, synth: 70.7%
hold buffers post-CTS: 0
drt drc: 0
Mean Syn Cell Area: 14.9 sq um
Layout area overhead: 47.7%
leakage: 0.00245 uW
root buf cell: clkbuf_16
ys flops: 133
==> cell usage after synthesis <==
cell / number
a211oi_2: 3
conb_1: 1
xnor2_1: 2
ha_1: 31
a31o_2: 1
o41a_1: 3
a21o_1: 23
nand2b_1: 1
nand2_1: 3
a211oi_1: 1
o31a_1: 1
dfxtp_1: 133
o21bai_2: 3
o21bai_1: 1
a21oi_1: 3
o21ai_0: 5
a31o_1: 3
o211ai_1: 3
buf_4: 1
xor2_1: 31
==> cell type report <==
type                            instances  area, sq um
Fill cell                            1108         6550
Tap cell                              168          210
Sequential cell                       133         2660
Clock buffer                           18          439
Clock inverter                         14          183
Timing Repair Buffer                   97          971
Multi-Input combinational cell        119         1100
==> layer usage <==
layer	global-route usage, %	vias up
met2	14.5	64
met5	0	-
met4	2.16	0
li1	-	1104
met3	3.72	7
met1	14.3	957
==> where the power goes <==
part / internal, uW / leakage (uW) / total, uW / switching [uW]
Clock: 1920 / 0.000306 / 2900 / 987
Sequential: 2730 / 0.00112 / 2840 / 117
Combinational: 452 / 0.00103 / 604 / 152
Total: 5090 / 0.00245 / 6350 / 1260
==> sequential cells by signal (all words and copies together) (netlist names) <==
name / flops
genblk1.device.c: 35
genblk1.device.g: 31
genblk1.device.p: 31
genblk1.device.cout: 3
genblk1.device.sum: 32
genblk1.device.cin: 1
==> how the worst max path moves through the flow <==
| stage | cells after the start | end | slack, ps | from |
|---|---|---|---|---|
| CTS | 1 | sum[11] | 520 | genblk1[1].device.sum[3]$_DFF_P_ |
| global route | 1 | sum[9] | 490 | genblk1[1].device.sum[1]$_DFF_P_ |
| finish | 1 | sum[12] | 560 | genblk1[1].device.sum[4]$_DFF_P_ |
==> per-stage QoR <==
step / setup slack (ps) / utilization (%) / hold WS (ps)
global route: 491 / 45.9 / 329
CTS: 517 / 45.9 / 327
floorplan: 927 / - / 310
detailed placement: 723 / 40.8 / 317
finish: 563 / 45.9 / 324
global placement: 727 / 40.8 / 315
==> cell families (layout without fill, tap and decap cells) <==
family / Yosys count / after routing / share of synthesized area [%]
XOR/XNOR: 33 / 33 / 7.67
flip-flops: 133 / 133 / 70.7
AND-OR/OR-AND: 50 / 50 / 10.6
buffers and inverters: 1 / 129 / 0.199
AND/OR/NAND/NOR: 4 / 4 / 0.465
other: 1 / 1 / 0.0995
adder cells (fa/ha/maj): 31 / 31 / 10.3
No activity file was given, so power comes from the tool's default toggle rates.
